$ cat /design/flow/run.sh
#!/bin/bash
# OpenROAD 26Q1-2900-gdf79404cd8, Yosys 0.63+post, stock flow scripts
make -C /OpenROAD-flow-scripts/flow DESIGN_CONFIG=/design/flow/config.mk WORK_HOME=/design/flow/orfs finish
$ cat /design/flow/config.mk
export PLATFORM = sky130hd
export DESIGN_NAME = gift_shop_part1
export DESIGN_NICKNAME = gift_shop_part1
export VERILOG_FILES = /design/flow/design.v
export SDC_FILE = /design/flow/constraint.sdc
export NUM_CORES = 4
export LEC_CHECK = 1
export CORE_UTILIZATION = 30
$ cat /design/flow/constraint.sdc
current_design gift_shop_part1

set clk_period 49.9
set clk_io_pct 0.2

create_clock -name clk0 -period $clk_period [get_ports {clk}]

set non_clock_inputs [all_inputs -no_clocks]
set_input_delay [expr $clk_period * $clk_io_pct] -clock clk0 $non_clock_inputs
set_output_delay [expr $clk_period * $clk_io_pct] -clock clk0 [all_outputs]
$ cat /design/flow/design.v
module gift_shop_part1(
    input clk, 
    input rst,
    input [31:0] data_in,   
    input valid_in,         
    output ready,       
    output reg finished,
    output reg [63:0] result
);
    localparam LENGTH = 34; 
    localparam HEX_LENGTH = 40;
    reg [1:0] word_cnt;
    reg [79:0] range_buffer;
    reg range_ready;
    wire [HEX_LENGTH-1:0] range_start_in;
    wire [HEX_LENGTH-1:0] range_end_in;
    assign range_start_in = range_buffer[79:40];
    assign range_end_in = range_buffer[39:0];
    assign ready = !rst;  
    reg stage1_valid;
    reg [HEX_LENGTH-1:0] stage1_range_start;
    reg [HEX_LENGTH-1:0] stage1_range_end;
    reg [31:0] stage1_start_len;
    reg [31:0] stage1_end_len;
    reg stage2_valid;
    reg [HEX_LENGTH-1:0] stage2_range_start;
    reg [HEX_LENGTH-1:0] stage2_range_end;
    reg [31:0] stage2_start_len;
    reg stage3_valid;
    reg [39:0] stage3_high_nibbles_start, stage3_high_nibbles_end;
    reg [39:0] stage3_low_nibbles_start,  stage3_low_nibbles_end;
    reg [31:0] stage3_half_len;
    reg stage4_valid;
    reg [31:0] stage4_half_len;
    reg [319:0] stage4_t_fstart, stage4_t_fend;
    reg [319:0] stage4_t_sstart, stage4_t_send;
    reg stage5_valid;
    reg [31:0] stage5_half_len;
    reg [159:0] stage5_L1_fstart, stage5_L1_fend;
    reg [159:0] stage5_L1_sstart, stage5_L1_send;
    reg stage6_valid;
    reg [31:0] stage6_half_len;
    reg [31:0] stage6_f_start, stage6_f_end;
    reg [31:0] stage6_s_start, stage6_s_end;
    reg stage7_valid;
    reg stage7_range_valid;
    reg [31:0] stage7_half_start;
    reg [31:0] stage7_half_end;
    reg [31:0] stage7_half_len;
    wire [31:0] stage2_half_len_wire;
    reg stage8_valid;
    reg stage8_range_valid;
    reg [31:0] stage8_mul_const;
    reg [31:0] stage8_sum_const;
    reg [31:0] stage8_addition;
    reg [31:0] stage8_half_len;
    wire [31:0] stage7_sub_const;
    reg stage10_valid, stage10_range_valid;
    reg [63:0] stage10_prod_mid;    
    reg [31:0] stage10_addition_q; 
    reg [31:0] stage10_half_len_q;
    reg stage9_valid, stage9_range_valid;
    reg [63:0] stage9_prod_partial;
    reg [31:0] stage9_addition_q;
    reg [31:0] stage9_half_len_q;
    reg [63:0] stage12_factor;
    reg  stage11_valid;
    reg stage11_range_valid;
    reg [63:0] stage11_immediate_sum;
    reg [31:0] stage11_half_len;
    reg stage12_valid, stage12_range_valid;
    reg [63:0] stage12_immediate_sum;
    reg stage13_valid, stage13_range_valid;
    reg [63:0] stage13_prod_partial;
    reg stage14_valid;
    reg stage14_range_valid;
    reg [63:0] stage14_result;
    reg [63:0] sum;
    reg [31:0] ranges_completed;
    function [31:0] length;
        input [HEX_LENGTH-1:0] number;
        begin
            if(number[39:36] != 0) length = 32'd10;
            else if(number[35:32] != 0) length = 32'd9;
            else if(number[31:28] != 0) length = 32'd8;
            else if(number[27:24] != 0) length = 32'd7;
            else if(number[23:20] != 0) length = 32'd6;
            else if(number[19:16] != 0) length = 32'd5;
            else if(number[15:12] != 0) length = 32'd4;
            else if(number[11:8] != 0) length = 32'd3;
            else if(number[7:4] != 0) length = 32'd2;
            else length = 32'd1;
        end
    endfunction
    function [319:0] extract_decimal_stage1; 
        input [39:0] bcd;
        input [31:0] num_digits;
        reg [31:0] t0, t1, t2, t3, t4, t5, t6, t7, t8, t9;
        begin
            t0 = (num_digits >= 1) ? bcd[3:0] : 32'd0;
            t1 = (num_digits >= 2) ? bcd[7:4] * 10 : 32'd0;
            t2 = (num_digits >= 3) ? bcd[11:8] * 100 : 32'd0;
            t3 = (num_digits >= 4) ? bcd[15:12] * 1000 : 32'd0;
            t4 = (num_digits >= 5) ? bcd[19:16] * 10000 : 32'd0;
            t5 = (num_digits >= 6) ? bcd[23:20] * 100000 : 32'd0;
            t6 = (num_digits >= 7) ? bcd[27:24] * 1000000 : 32'd0;
            t7 = (num_digits >= 8) ? bcd[31:28] * 10000000 : 32'd0;
            t8 = (num_digits >= 9) ? bcd[35:32] * 100000000 : 32'd0;
            t9 = (num_digits >= 10) ? bcd[39:36] * 1000000000 : 32'd0;
            extract_decimal_stage1 = {t9, t8, t7, t6, t5, t4, t3, t2, t1, t0};
        end
    endfunction
    function [159:0] extract_decimal_stage2; 
        input [319:0] stage1_output;  
        reg [31:0] t0, t1, t2, t3, t4, t5, t6, t7, t8, t9;
        reg [31:0] sum_L1_0, sum_L1_1, sum_L1_2, sum_L1_3, sum_L1_4;
        begin
            t0 = stage1_output[31:0];
            t1 = stage1_output[63:32];
            t2 = stage1_output[95:64];
            t3 = stage1_output[127:96];
            t4 = stage1_output[159:128];
            t5 = stage1_output[191:160];
            t6 = stage1_output[223:192];
            t7 = stage1_output[255:224];
            t8 = stage1_output[287:256];
            t9 = stage1_output[319:288];
            sum_L1_0 = t0 + t1;
            sum_L1_1 = t2 + t3;
            sum_L1_2 = t4 + t5;
            sum_L1_3 = t6 + t7;
            sum_L1_4 = t8 + t9;
            extract_decimal_stage2 = {sum_L1_4, sum_L1_3, sum_L1_2, sum_L1_1, sum_L1_0};
        end
    endfunction
    function [31:0] extract_decimal_stage3;
        input [159:0] stage2_output; 
        reg [31:0] sum_L1_0, sum_L1_1, sum_L1_2, sum_L1_3, sum_L1_4;
        reg [31:0] sum_L2_0, sum_L2_1, sum_L2_2;
        begin
            sum_L1_0 = stage2_output[31:0];
            sum_L1_1 = stage2_output[63:32];
            sum_L1_2 = stage2_output[95:64];
            sum_L1_3 = stage2_output[127:96];
            sum_L1_4 = stage2_output[159:128];
            sum_L2_0 = sum_L1_0 + sum_L1_1;
            sum_L2_1 = sum_L1_2 + sum_L1_3;
            sum_L2_2 = sum_L1_4;
            extract_decimal_stage3 = sum_L2_0 + sum_L2_1 + sum_L2_2;
        end
    endfunction
    function [63:0] power_ten;
        input [31:0] exp;
        begin
            case(exp)
                0: power_ten = 64'd1;
                1: power_ten = 64'd10;
                2: power_ten = 64'd100;
                3: power_ten = 64'd1000;
                4: power_ten = 64'd10000;
                5: power_ten = 64'd100000;
                default: power_ten = 64'd1;
            endcase
        end
    endfunction
    localparam CHUNK1 = 2'd0;
    localparam CHUNK2 = 2'd1;
    localparam CHUNK3 = 2'd2;
    always @(posedge clk) begin
        if (rst) begin
            word_cnt <= 0;
            range_ready <= 0;
        end else begin
            range_ready <= 0;
            if (valid_in && ready) begin
                case(word_cnt)
                    CHUNK1: begin
                        range_buffer[31:0] <= data_in;
                        word_cnt <= 2'd1;
                    end
                    CHUNK2: begin
                        range_buffer[63:32] <= data_in;
                        word_cnt <= 2'd2;
                    end
                    CHUNK3: begin
                        range_buffer[79:64] <= data_in[15:0];
                        range_ready <= 1;
                        word_cnt <= 2'd0;
                    end
                endcase
            end
        end
    end
    always @(posedge clk) begin
        if (rst) begin
            stage1_valid <= 0;
        end else begin
            if (range_ready) begin
                stage1_valid <= 1;
                stage1_range_start <= range_start_in;
                stage1_range_end <= range_end_in;
                stage1_start_len <= length(range_start_in);
                stage1_end_len <= length(range_end_in);
            end else begin
                stage1_valid <= 0;
            end
        end
    end
    always @(posedge clk) begin
        if (rst) begin
            stage2_valid <= 0;
        end else begin
            if (stage1_valid) begin
                if (stage1_start_len[0] == 1'b1 && stage1_end_len[0] == 1'b1 && 
                    stage1_start_len >= stage1_end_len) begin
                    stage2_range_start <= 40'h0000000002;
                    stage2_range_end <= 40'h0000000001;
                    stage2_start_len <= 32'd2;
                    stage2_valid <= 1;
                end else begin
                    if (stage1_start_len[0] == 1'b1) begin
                        stage2_range_start <= 40'h1 << (stage1_start_len << 2);
                        stage2_start_len <= stage1_start_len + 1;
                    end else begin
                        stage2_range_start <= stage1_range_start;
                        stage2_start_len <= stage1_start_len;
                    end
                    if (stage1_end_len[0] == 1'b1) begin 
                        stage2_range_end <= 40'h9999999999;
                    end else begin
                        stage2_range_end <= stage1_range_end;
                    end
                    stage2_valid <= 1;
                end
            end else begin
                stage2_valid <= 0;
            end
        end
    end
    assign stage2_half_len_wire = stage2_start_len >> 1;
    always @(posedge clk) begin
        if (rst) begin
            stage3_valid <= 0;
        end else begin
            stage3_valid <= stage2_valid;
            if (stage2_valid) begin
                stage3_half_len <= stage2_half_len_wire;
                stage3_high_nibbles_start <= stage2_range_start >> (stage2_half_len_wire << 2);
                stage3_high_nibbles_end <= stage2_range_end >> (stage2_half_len_wire << 2);
                stage3_low_nibbles_start <= stage2_range_start;
                stage3_low_nibbles_end <= stage2_range_end;
            end
        end
    end
    always @(posedge clk) begin
        if (rst) begin
            stage4_valid <= 0;
        end else begin
            stage4_valid <= stage3_valid;
            if (stage3_valid) begin
                stage4_half_len <= stage3_half_len;
                stage4_t_fstart <= extract_decimal_stage1(stage3_high_nibbles_start, stage3_half_len);
                stage4_t_fend <= extract_decimal_stage1(stage3_high_nibbles_end, stage3_half_len);
                stage4_t_sstart <= extract_decimal_stage1(stage3_low_nibbles_start, stage3_half_len);
                stage4_t_send <= extract_decimal_stage1(stage3_low_nibbles_end, stage3_half_len);
            end
        end
    end
    always @(posedge clk) begin
        if (rst) begin
            stage5_valid <= 0;
        end else begin
            stage5_valid <= stage4_valid;
            if (stage4_valid) begin
                stage5_half_len <= stage4_half_len;
                stage5_L1_fstart <= extract_decimal_stage2(stage4_t_fstart);
                stage5_L1_fend <= extract_decimal_stage2(stage4_t_fend);
                stage5_L1_sstart <= extract_decimal_stage2(stage4_t_sstart);
                stage5_L1_send <= extract_decimal_stage2(stage4_t_send);
            end
        end
    end
    always @(posedge clk) begin
        if (rst) begin
            stage6_valid <= 0;
        end else begin
            stage6_valid <= stage5_valid;
            if (stage5_valid) begin
                stage6_half_len <= stage5_half_len;
                stage6_f_start <= extract_decimal_stage3(stage5_L1_fstart);
                stage6_f_end <= extract_decimal_stage3(stage5_L1_fend);
                stage6_s_start <= extract_decimal_stage3(stage5_L1_sstart);
                stage6_s_end <= extract_decimal_stage3(stage5_L1_send);
            end
        end
    end
    always @(posedge clk) begin
        if (rst) begin
            stage7_valid <= 0;
            stage7_range_valid <= 0;
        end else begin
            stage7_valid <= stage6_valid;
            stage7_range_valid <= stage6_valid;
            if (stage6_valid) begin
                stage7_half_len <= stage6_half_len;
                stage7_half_start <= (stage6_s_start > stage6_f_start) ? (stage6_f_start + 1) : stage6_f_start;
                stage7_half_end <= (stage6_s_end < stage6_f_end) ? (stage6_f_end - 1) : stage6_f_end;
            end
        end
    end 
    assign stage7_sub_const = stage7_half_end - stage7_half_start;
    always @(posedge clk) begin
        if (rst) begin
            stage8_valid <= 0;
            stage8_range_valid <= 0;
        end else begin
            stage8_range_valid <= stage7_range_valid;
            if (stage7_valid && (stage7_half_end >= stage7_half_start)) begin
                stage8_sum_const <= stage7_half_start + stage7_half_end;
                stage8_half_len <= stage7_half_len;
                if (stage7_sub_const[0]) begin
                    stage8_addition <= 0;
                    stage8_mul_const <= (stage7_sub_const >> 1) + 1;
                end else begin
                    stage8_addition <= (stage7_half_start + stage7_half_end) >> 1;
                    stage8_mul_const <= stage7_sub_const >> 1;
                end
                stage8_valid <= 1;
            end else begin
                stage8_valid <= 0;
            end
        end
    end
    always @(posedge clk) begin
        if (rst) begin
            stage9_valid <= 0;
            stage9_range_valid <= 0;
        end else begin
            stage9_valid <= stage8_valid;
            stage9_range_valid <= stage8_range_valid;
            if (stage8_valid) begin
                stage9_prod_partial <= stage8_mul_const * stage8_sum_const;
                stage9_addition_q <= stage8_addition;
                stage9_half_len_q <= stage8_half_len;
            end
        end
    end
    always @(posedge clk) begin
        if (rst) begin
            stage10_valid <= 0;
            stage10_range_valid <= 0;
        end else begin
            stage10_valid <= stage9_valid;
            stage10_range_valid <= stage9_range_valid;
            if (stage9_valid) begin
                stage10_prod_mid <= stage9_prod_partial;
                stage10_addition_q <= stage9_addition_q;
                stage10_half_len_q <= stage9_half_len_q;
            end
        end
    end
    always @(posedge clk) begin
        if (rst) begin
            stage11_valid <= 0;
            stage11_range_valid <= 0;
        end else begin
            stage11_valid <= stage10_valid;
            stage11_range_valid <= stage10_range_valid;
            if (stage10_valid) begin
                stage11_immediate_sum <= stage10_prod_mid + stage10_addition_q;
                stage11_half_len <= stage10_half_len_q;
            end
        end
    end
    always @(posedge clk) begin
        if(rst) begin
            stage12_valid <= 0;
            stage12_range_valid <= 0;
        end else begin
            stage12_valid <= stage11_valid;
            stage12_range_valid <= stage11_range_valid;
            stage12_immediate_sum <= stage11_immediate_sum;
            stage12_factor <= power_ten(stage11_half_len) + 1;
        end
    end
    always @(posedge clk) begin
        if (rst) begin
            stage13_valid <= 0;
            stage13_range_valid <= 0;
        end else begin
            stage13_valid <= stage12_valid;
            stage13_range_valid <= stage12_range_valid;
            if (stage12_valid) begin
                stage13_prod_partial <= stage12_immediate_sum * stage12_factor;
            end
        end
    end
    always @(posedge clk) begin
        if (rst) begin
            stage14_valid <= 0;
            stage14_range_valid <= 0;
        end else begin
            stage14_valid <= stage13_valid;
            stage14_range_valid <= stage13_range_valid;
            if (stage13_valid) begin
                stage14_result <= stage13_prod_partial;
            end
        end
    end
    always @(posedge clk) begin
        if (rst) begin
            sum <= 0;
            finished <= 0;
            result <= 0;
            ranges_completed <= 0;
        end else begin
            if (stage14_valid) begin
                sum <= sum + stage14_result;
            end
            if (stage14_range_valid) begin
                ranges_completed <= ranges_completed + 1;
            end
            if (ranges_completed == LENGTH - 1 && stage14_range_valid && !finished) begin
                finished <= 1;
                result <= sum + (stage14_valid ? stage14_result : 64'd0);
            end
        end
    end
endmodule
==> impl_metrics.csv <==
group,metric,value,unit
floorplan,fp_util,30.1,%
detailed_routing,drc,0,
synthesis,synth-async-reset-ratio,0,%
synthesis,yosys_area,0.194,sq mm
pwr,powerDensity,30.2,mW/mm^2
worst_setup_path,rr_startpoint,"stage12_factor[2]",
final_layout,syn_to_final_growth,9.92,%
worst_setup_path,rrSetupSlack,39.86,ns
pwr,p_clk_share,28.6,%
clock_tree,cts_max_level,4,
pwr,leakagePower,0.0924,uW
pwr,seq_power_share,34.2,%
detailed_routing,wl_met1,185000,um
synthesis,synthCells,18121,
clock_tree,insertion_delay,0.98,ns
floorplan,dieHeight,807,um
placement,placed_cell_area,0.205,sq mm
global_route,antenna_found_initial,5,
run,maxCapViolations,0,
final_timing,layout_min_cycle_time,21.07,ns
worst_setup_path,critPathRequiredTime,39.92,ns
synthesis,synthAoiAreaFrac,7.92,%
synthesis,ys_sh_simple,12.8,%
detailed_routing,ant_nets,0,
synthesis,ys_sh_mux,0.685,%
final_timing,finalSetupViolations,0,
final_timing,finalClockPeriodUsage,42.2,%
final_timing,fmax,0.0475,GHz
synthesis,synth_seq_share,34.5,%
detailed_routing,wl_met2,194000,um
worst_setup_path,ff2ff_path_depth,30,
clock_tree,cts.clk_slew.worst_paths,0.05,ns
global_route,grt_pass1_wl,692000,um
clock_tree,cts_resized,0,
synthesis,edf_count,2107,
global_route,grtUsageTotal,14.0,%
synthesis,synth.ff_latch_count,2293,
floorplan,rows,295,
detailed_routing,via_count,122603,
floorplan,dieArea,0.651,sq mm
final_layout,drive_gt1_share,3.78,%
min_path,hold_end,"stage10_prod_mid[23]",
worst_setup_path,critPathCaptureType,"output pin",
synthesis,syn_area_per_cell,10.7,sq um
detailed_routing,wl_met3,40100,um
detailed_routing,wire_per_inst,16.0,um
outcome,status,"complete, no violations",
pwr,power_switching,2150,uW
placement,dp_hpwl,336000,um
worst_setup_path,crit_fanout,43,
final_layout,design_area,0.214,sq mm
final_timing,final-hold-violation-count,0,
synthesis,synth.distinct_cells,98,
detailed_routing,firstDrtPassIters,5,
clock_tree,cts_setup_buffers,0,
global_route,grt-ovfl-total,0,
detailed_routing,highest_layer,"met5",
synthesis,netlist_logic_family_top,"adder cells",
final_timing,rsz0062_at_grt,"false",
synthesis,synthXorXnorAreaFrac,4.78,%
pwr,vdd_drop_max,0.0678,mV
final_timing,worst_slew_pin_slew,1.02,ns
pwr,swShare,33.3,%
synthesis,synthFlopType,"edfxtp_1",
clock_tree,cts.sinks,2293,
clock_tree,cts_buffers,241,
detailed_routing,drt_iter0_drc,5725,
final_timing,relSlewSlack,31.9,%
global_route,grt_start_max_net_pins,128,
floorplan,core_area,0.645,sq mm
floorplan,num_io_pins,101,
final_timing,fin_setup_tns,0,ns
global_route,grt_pass1_vias,127175,
clock_tree,cts-hold-fix-buffers,0,
placement,gp_congestion,0.921,
pwr,combPwrFrac,37.1,%
synthesis,ys_sh_adder,33.2,%
placement,place.port_buffers,100,
pwr,p_int,4310,uW
min_path,hold_path_depth,0,
worst_setup_path,arrival,11.09,ns
pwr,fin_total_pwr,6460,uW
clock_tree,clk_path_buf_depth,4,
clock_tree,cts_tree,"built",
synthesis,syn_area,0.194,sq mm
clock_tree,root_buffer,"clkbuf_16",
floorplan,die_width,807,um
run,warning_count,175,
synthesis,yosysWarnings,1,
min_path,hold_start,"stage9_prod_partial[23]",
final_timing,slew_viol_final,0,
synthesis,ys_cells,18121,
final_timing,skew,0.112,ns
worst_setup_path,rr_endpoint,"stage13_prod_partial[63]",
worst_setup_path,path_class,"in2out",
detailed_routing,via_per_inst,4.56,
detailed_routing,wirelength,429000,um
worst_setup_path,critPathLaunchType,"input pin",
min_path,hp-class,"reg2reg",
[cell families after synthesis]
kind of cell    Yosys count
simple gates           5001
fa+ha+maj              4040
buf+inv                3164
compound gates         2432
flops                  2293
xor+xnor               1061
mux                     129
other cells               1
[how the worst max path moves through the flow]
stage	end	start	slack, ns
finish	ready	rst	28.83
global route	ready	rst	28.73
CTS	ready	rst	28.79
[worst max-delay path, stage by stage]
cell	delay [ns]
clkbuf_8	0.28
inv_4	0.29
clkdlybuf4s50_1	0.53
[cell usage in the layout, fill, tap and decap left out, drive strengths merged, types with 27 or more instances in the layout]
master	n
xor2	304
clkbuf	296
a21o	364
nand2	1487
nor3	196
and3	105
nor3b	27
ha	2170
o211ai	35
a21oi	812
nand4	100
o21ai	459
dfxtp	186
nor2b	295
o31ai	29
nor4	65
xnor2	757
nand3	202
nor2	981
o21bai	146
mux2i	115
and2	1253
fa	1870
clkinv	103
bufinv	31
or2	55
a211oi	101
clkdlybuf4s50	99
o21a	97
or3	67
edfxtp	2107
a31oi	104
inv	2580
buf	174
a21boi	41
nand2b	95
[stage by stage]
| stage | utilization, % | hold WS [ns] | worst slack [ns] | cells |
|---|---|---|---|---|
| 6_report | 33.1 | 0.392 | 28.83 | 26874 |
| 5_1_grt | 33.1 | 0.408 | 28.73 | 26869 |
| 4_1_cts | 33.1 | 0.379 | 28.79 | 26869 |
| 3_5_place_dp | 31.8 | 0.405 | 28.79 | 26419 |
| 3_3_place_gp | 31.8 | 0.400 | 28.80 | 26419 |
| 2_1_floorplan | - | 0.396 | 13.24 | 18121 |
[Yosys cell counts, types with 115 or more instances]
| master | number | area, sq um |
|---|---|---|
| nor2b_1 | 295 | 1850 |
| nor2_1 | 981 | 3680 |
| clkbuf_1 | 555 | 2080 |
| o21ai_0 | 443 | 2220 |
| xnor2_1 | 757 | 6630 |
| nand2_1 | 1487 | 5580 |
| and2_1 | 1253 | 7840 |
| o21bai_1 | 146 | 1100 |
| nand3_1 | 202 | 1010 |
| xor2_1 | 304 | 2660 |
| dfxtp_1 | 186 | 3720 |
| a21o_1 | 364 | 2730 |
| ha_1 | 2170 | 27200 |
| fa_1 | 1870 | 37400 |
| a21oi_1 | 808 | 4040 |
| mux2i_1 | 115 | 1150 |
| edfxtp_1 | 2107 | 63300 |
| inv_1 | 2571 | 9650 |
| nor3_1 | 196 | 981 |
[layout make-up]
type | instances | area [sq um]
Timing Repair Buffer | 274 | 2370
Multi-Input combinational cell | 12664 | 116000
Clock buffer | 295 | 6400
Tap cell | 8613 | 10800
Antenna cell | 5 | 12.5
Fill cell | 63957 | 432000
Inverter | 2575 | 9670
Sequential cell | 2293 | 67000
Clock inverter | 155 | 1740
[registers in the layout, summed over array words and instances, names as in the netlist, 80 cells and up]
register / cells
range_buffer: 80
stage4_t_fend: 141
stage4_t_fstart: 141
stage4_t_send: 141
stage4_t_sstart: 141
stage5_L1_fend: 87
stage5_L1_fstart: 87
stage5_L1_send: 87
stage5_L1_sstart: 87
[power by group through the flow]
| stage | Sequential [uW] | Combinational [uW] | Clock, uW |
|---|---|---|---|
| after global routing | 2210 | 2810 | 1980 |
| final | 2210 | 2400 | 1850 |
| after CTS | 2210 | 2430 | 1900 |
[layer usage]
metal,vias up,track usage [%]
li1,60214,-
met1,58811,19.1
met2,3016,21.8
met3,556,5.81
met4,6,2.65
met5,-,0.0950
Power and IR drop assume default switching activity.
